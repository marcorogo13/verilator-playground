==> ./design.v <==
module multiplier #(parameter WIDTH = 8) (
    input [WIDTH-1:0] a,
    input [WIDTH-1:0] b,
    output [WIDTH-1:0] product
);
    logic [2*WIDTH-1:0] product_temp;
    assign product_temp = a * b;
    assign product = product_temp[2*WIDTH-1-1 : 2*WIDTH-1-1-7];
endmodule
==> ./run.sh <==
#!/bin/bash
# OpenROAD 26Q1-2900-gdf79404cd8, Yosys 0.63+post, stock flow scripts
make -C /OpenROAD-flow-scripts/flow DESIGN_CONFIG=/design/flow/config.mk WORK_HOME=/design/flow/orfs finish
==> ./config.mk <==
export PLATFORM = sky130hd
export DESIGN_NAME = multiplier
export DESIGN_NICKNAME = multiplier
export VERILOG_FILES = /design/flow/design.v
export SDC_FILE = /design/flow/constraint.sdc
export NUM_CORES = 4
export LEC_CHECK = 1
export CORE_UTILIZATION = 50
==> ./constraint.sdc <==
current_design multiplier

set clk_period 6.6
set clk_io_pct 0.2

create_clock -name clk0 -period $clk_period

set non_clock_inputs [all_inputs -no_clocks]
set_input_delay [expr $clk_period * $clk_io_pct] -clock clk0 $non_clock_inputs
set_output_delay [expr $clk_period * $clk_io_pct] -clock clk0 [all_outputs]
==> run summary <==
fresh numbers from the pnr run: Worst Setup End Kind output pin, crit path time final 6.506 ns, Basic Gates by Area 0.2457, tool warnings 34, Leakage 1.413 nW, Die Ht roughly 65 microns, # clk buffers 0, yosys cell count 228, Setup TNS 0 ns, critical path startpoint b[2], CP required 5.28 ns, largest net degree at the start of global routing 9, global route total overflow 0, Stages on worst setup path 14, delay-heaviest family, CP adder cells, first-pass detailed-route iteration total 4, Via density 5.050, # port buffers 24, Worst Path Arrival 5.19 ns, flop count 0, dpl ws -0.8466 ns, HP Class in2out, Avg Inst Size Synth 8.665 sq um, I/O pin cnt 24, # diodes 0, Antenna Nets Post-Route 0, detailed-route via count between 1500 and 2000, Max-Cap Viols 0, Max FO, Critical Path 8, routability cong. 0.8891, WP buf/inv 4, relative slew slack 0.7560, post-DR wirelength/cell ~13 microns, RSZ-0062 raised after global routing true, Seq/Total Area, Yosys 0, Synth Warn # 0, DP Wirelength 3.697 mm, Post-Synth Adder-Cell Area 0.5408, Multiplexer share 0, drt initial violations between 40 and 50, crit path kind in2out, crit-path max cell delay 0.54 ns, area of the core 3716 sq um, Die Size 4207 sq um, status complete, no violations, GRT Total Usage 0.2403, drt drc 0, mapped cell area 1976 sq um, Cell Type Count 29, crit share post-route 0.9857, fin worst setup slack 0.09412 ns, initial antenna violation count 0, Hold Buf Count CTS 0, actual slew at the worst max-slew pin 0.3634 ns, Synth Instances 228, flip-flop and latch area 0 sq um, Largest logic family adder cells, xor/xnor share 0.03990, power per cell area ~320 nW/um^2, Max rail drop VDD 0.0003565 V, row cnt 22, CP max stage cell fa_1, CP startpoint kind input pin, Area growth syn-to-layout 41.99%, Final Hold Viols 0, chip width 64.86 microns, Crit path top cell by count fa_1, final setup vio count 0, chip area line of the yosys report 1976 sq um, ratio of cells with drive above 1 in the final layout 0.3333, Final Max Slew Viols 0, aoi share 0.09183, first-pass GRT wire length 7.700 mm, Total Wirelength between 4 and 5 mm, Init Core Util 0.5316, Cell Chain, Critical Path buf_8 > and2_4 > fa_2 > fa_1 > inv_1 > fa_1 > inv_1 > fa_1 > ha_4 > a211oi_4 > nor2_2 > or3_4 > a31oi_1 > clkdlybuf4s50_1, vias in the first global route 1783, Max Fclk 153.7 MHz, crit path to product[1]
## kinds of logic after synthesis
family	count (synthesis)
buffers and inverters	43
AND-OR/OR-AND	25
XOR/XNOR	9
AND/OR/NAND/NOR	86
adder cells (fa/ha/maj)	65
## power by group
part | switching, mW | total, mW | internal [mW]
Clock | 0 | 0 | 0
Combinational | 0.396 | 0.910 | 0.515
Sequential | 0 | 0 | 0
Total | 0.396 | 0.910 | 0.515
## placed cells by master, fill, tap and decap left out, types with 3 or more instances in the layout
cell	netlist	layout
o21ai_2	0	3
dlymetal6s2s_1	0	3
clkdlybuf4s50_1	0	4
fa_1	34	31
o21a_1	3	3
buf_2	0	4
nor2_1	6	4
fa_2	0	3
nand2_1	15	11
a21oi_1	6	5
inv_1	42	38
ha_4	0	6
buf_6	0	5
buf_4	0	42
xnor2_1	8	7
ha_1	31	24
and2_1	51	42
inv_2	0	4
and2_4	0	9
nor3_1	4	3
nand2_2	0	4
## cells in the mapped netlist, types with 2 or more instances
master,number,area [sq um]
and2_1,51,319.1
inv_1,42,157.7
fa_1,34,680.7
ha_1,31,387.9
nand2_1,15,56.30
xnor2_1,8,70.07
a21oi_1,6,30.03
nor2_1,6,22.52
o21ai_0,5,25.02
nor3_1,4,20.02
o21a_1,3,22.52
a31oi_1,2,12.51
and3_1,2,12.51
nand3_1,2,10.01
nand4_1,2,12.51
o211ai_1,2,15.01
## metrics by stage
step	util	instances	area, sq um	power [mW]	hold WS, ns
final	0.7549	339	2805	0.9102	3.465
after global routing	0.7549	339	2805	1.006	3.522
after CTS	0.7279	337	2705	0.8426	3.522
after detailed placement	0.6882	337	2557	0.7232	3.980
after global placement	0.6882	337	2557	0.7298	3.983
after floorplan	-	228	1976	0.3828	2.914
## tightest hold or removal path: cells and delay by family
family | cells | cell delay (ns)
buffers and inverters | 3 | 0.43
AOI/OAI and AO/OA | 1 | 0.20
xor gates and xnor gates | 1 | 0.13
and+or+nand+nor | 1 | 0.07
## layout make-up
| cell class | instances | area (sq um) |
|---|---|---|
| Multi-Input combinational cell | 185 | 2054 |
| Inverter | 42 | 157.7 |
| Timing Repair Buffer | 64 | 533.0 |
| Tap cell | 48 | 60.06 |
| Fill cell | 282 | 910.9 |
## worst min path at each step
| stage | cells after the start | end | slack [ns] | start |
|---|---|---|---|---|
| CTS | 6 | product[7] | 3.52 | b[7] |
| finish | 6 | product[7] | 3.47 | b[7] |
| global route | 6 | product[7] | 3.52 | b[7] |
## per-layer routing
layer	vias up	track usage	share of wire
met4	0	0	0
met3	0	0.05536	0.049
li1	857	-	-
met2	36	0.3906	0.46
met1	819	0.3592	0.49
met5	-	0	0
## timing repair
action | CTS | global route
buffers inserted | 0 | 3
endpoints found under the setup margin | 8 | 7
pin swaps | 39 | 16
resized | 108 | 21
Power is estimated from default activity; no workload was simulated.
