--- ./config.mk ---
export PLATFORM = sky130hd
export DESIGN_NAME = adder
export DESIGN_NICKNAME = adder
export VERILOG_FILES = /design/flow/design.v
export SDC_FILE = /design/flow/constraint.sdc
export NUM_CORES = 4
export LEC_CHECK = 1
export CORE_AREA = 10 10 70 70
export DIE_AREA = 0 0 80 80
--- ./design.v ---
module adder #(parameter WIDTH = 8) (
    input [WIDTH-1:0] a,
    input [WIDTH-1:0] b,
    output [WIDTH:0] sum
);
    logic [WIDTH:0] sum_temp;
    assign sum_temp = a + b;
    assign sum = sum_temp[WIDTH-1:0];
endmodule
--- ./run.sh ---
#!/bin/bash
# OpenROAD 26Q1-2900-gdf79404cd8, Yosys 0.63+post, stock flow scripts
make -C /OpenROAD-flow-scripts/flow DESIGN_CONFIG=/design/flow/config.mk WORK_HOME=/design/flow/orfs finish
--- ./constraint.sdc ---
current_design adder

set clk_period 5.8
set clk_io_pct 0.2

create_clock -name clk0 -period $clk_period

set non_clock_inputs [all_inputs -no_clocks]
set_input_delay [expr $clk_period * $clk_io_pct] -clock clk0 $non_clock_inputs
set_output_delay [expr $clk_period * $clk_io_pct] -clock clk0 [all_outputs]
==> results_dict.tcl <==
# collected from the flow reports
set metrics [dict create \
    most_common_cell "ha_1" \
    met3_length_um 175 \
    viasPerCell 3.43 \
    slowest_delay_ns 0.52 \
    yosysWarnings 0 \
    p_switching_w 0.0000215 \
    wirelength_met1_um 477 \
    cts_hold_buffers 0 \
    timing.final.crit_period_ns 4.42 \
    p_leak_nw 0.245 \
    dp.cells 113 \
    cell_internal_pwr_w 0.0000402 \
    arrival_ns 3.26 \
    min_path_cells 3 \
    pin_count 25 \
    worst_ep_required_time_ns 4.64 \
    rsz0062_at_grt "no" \
    hp-class "input port to output port" \
    overflow 0 \
    warnings 32 \
    ant_nets 0 \
    die_w_um 80 \
    nFlopsAndLatches 0 \
    grt_use_total_pct 3.42 \
    drt_iter0_markers 8 \
    synthDistinctLibCells 25 \
    core_um2 3420 \
    yosys-stat-area_um2 343 \
    yosys.area.top_type "ha_1" \
    criticalPathCategory "input port to output port" \
    fin_area_um2 633 \
    swShare_pct 34.8 \
    dpl-instance-area_um2 633 \
    routedWlPerCell_um 10.2 \
    grt_pass1_wl_um 1850 \
    seqCellArea_um2 0 \
    drt-total-wl_um 1150 \
    fmax_mhz 226 \
    p_seq_share_pct 0 \
    area_delta_synth_final_pct 84.7 \
    path_common_cell "clkdlybuf4s50_1" \
    area_leaders "ha_1, a21oi_1, o211ai_1" \
    cts_resized 0 \
    final_layout_size_suffix_gt1_share_pct 1.49 \
    antenna_found_initial 0 \
    drc_errors 0 \
    crit_path_start "a[0]" \
    power_w 0.0000617 \
    synthesis.area_um2 343 \
    grt_pass1_vias 392 \
    rows 21 \
    fin_cells 113 \
    hold_viol_final 0 \
    dr.pass1.iters 3 \
    gp_congestion 0.723 \
    syn_area_per_cell_um2 7.79 \
    post-dp-hpwl_um 1060 \
    dieHeight_um 80 \
    endpoint "sum[6]" \
    dieArea_um2 6400 \
    crit_path_cell_trace "clkdlybuf4s50_1 > ha_1 > inv_1 > fa_1 > nor2b_4 > o31a_1 > o311ai_1 > clkdlybuf4s50_1" \
    powerDensity_nw_per_um2 97.4 \
    setup_tns_ns 0 \
    grt_max_degree 7 \
    max_cap_violations 0 \
    met2_length_um 498 \
    status "finished clean" \
    worstPathMaxFanout 3 \
    top_layer_used "met3" \
    dr_total_vias 388 \
    ys_cells 44 \
    fp_util_pct 10.0 \
    port_buffers 24 \
    ir_drop_mv 0.0257 \
    min_period_over_period_pct 76.2 \
    start_kind "input port" \
    common_cells "ha_1, a21oi_1, inv_1" \
    seq_area_frac_synth_pct 0 \
    postCtsSetupRepairBufs 0 \
    n_antenna_cell 0 \
    p_comb_share_pct 100.0 \
    top_cell_area_share_pct 25.5 \
    clockBufferCount 0 \
    setup_viol_count_final 0 \
    cp_slowest_cell "clkdlybuf4s50_1" \
    power.share.clock_pct 0 \
    drv_slew 0 \
    worst_setup_path_end_kind "output port" \
    fin_util_pct 18.5 \
    syn_inst 44 \
]
[worst min path at each step]
stage / startpoint / to / slack (ns)
final: b[0] / sum[0] / 3.36
after global routing: b[0] / sum[0] / 3.42
after CTS: b[0] / sum[0] / 3.38
[placed cells by master, fill, tap and decap left out, types with 2 or more instances in the layout]
cell and n:
o211ai_1 3, ha_1 7, a21oi_1 5, inv_1 5
o21ai_0 2, clkdlybuf4s50_1 24, xnor2_1 2, xor2_1 2
[worst max-delay path: cells and delay by family]
kind            cells  cell delay [ns]
compound gates      2             0.55
simple gates        1             0.06
buf+inv             3             1.01
fa+ha+maj           2             0.47
[stage by stage]
step / hold WS [ns] / setup WS (ns)
after floorplan: 2.39 / 2.50
after global placement: 3.39 / 1.35
after detailed placement: 3.37 / 1.32
after CTS: 3.38 / 1.31
after global routing: 3.42 / 1.25
final: 3.36 / 1.38
[kinds of logic after synthesis]
logic type / share of synthesized area, %
other cells: 1.09
fa+ha+maj: 31.4
xor+xnor: 10.2
buf+inv: 7.67
simple gates: 13.5
compound gates: 36.1
[power groups by stage]
stage         clock, W  sequential (W)  combinational (W)
global route         0               0          0.0000693
finish               0               0          0.0000617
CTS                  0               0          0.0000634
[per-layer routing]
metal	vias up	GRT usage, %
li1	209	-
met1	165	3.97
met2	14	5.86
met3	0	1.70
met4	0	0
met5	-	0
[final cells by class]
| cell class | count | area (um2) |
|---|---|---|
| fillers | 394 | 2780 |
| multi-input cells | 38 | 317 |
| repair buffers | 24 | 240 |
| well taps | 46 | 57.6 |
| inverters | 5 | 18.8 |
